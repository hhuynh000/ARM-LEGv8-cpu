File: config.mk
export PLATFORM = sky130hd
export DESIGN_NAME = LSR_64
export DESIGN_NICKNAME = LSR_64
export VERILOG_FILES = /design/flow/design.v
export SDC_FILE = /design/flow/constraint.sdc
export NUM_CORES = 4
export LEC_CHECK = 1
export CORE_UTILIZATION = 30
File: design.v
`timescale 1ps/1ps
module LSR #(parameter SHIFT=1) (in, shift, out);
	input logic [63:0] in;
	input logic shift;
	output logic [63:0] out;
	genvar i;
	generate
		for (i=0; i<(64-SHIFT); i++) begin : eachComp
			mux2_1 MUX (.out(out[i]), .i0(in[i]), .i1(in[i+SHIFT]), .sel(shift));
		end
	endgenerate
	generate
		for (i=0; i<SHIFT; i++) begin : eachMux
			mux2_1 MUXTOP (.out(out[63-i]), .i0(in[63-i]), .i1(1'b0), .sel(shift));
		end
	endgenerate
endmodule
module LSR_testbench ();
	logic [63:0] in, out;
	logic shift;
	LSR #(.SHIFT(32)) dut (.in, .shift, .out);
	initial begin
		shift = 1'b0; 
		in = '1;		#200;
		shift = 1'b1;		#200;
								#200;
	end
endmodule
`timescale 1ps/1ps
module LSR_64 (in, Shamt, out);
	input logic  [63:0] in;
	input logic [5:0] Shamt;
	output logic [63:0] out;
	wire [63:0] shiftOut [4:0];
	LSR #(.SHIFT(1)) lsr1 (.in, .shift(Shamt[0]), .out(shiftOut[0]));
	LSR #(.SHIFT(2)) lsr2 (.in(shiftOut[0]), .shift(Shamt[1]), .out(shiftOut[1]));
	LSR #(.SHIFT(4)) lsr4 (.in(shiftOut[1]), .shift(Shamt[2]), .out(shiftOut[2]));
	LSR #(.SHIFT(8)) lsr8 (.in(shiftOut[2]), .shift(Shamt[3]), .out(shiftOut[3]));
	LSR #(.SHIFT(16)) lsr16 (.in(shiftOut[3]), .shift(Shamt[4]), .out(shiftOut[4]));
	LSR #(.SHIFT(32)) lsr32 (.in(shiftOut[4]), .shift(Shamt[5]), .out);
endmodule
module LSR_64_testbench ();
	logic [63:0] in, out;
	logic [5:0] Shamt;
	LSR_64 dut (.in, .Shamt, .out);
	initial begin
		in = '1;
		Shamt = 6'b000001;		#5000;
		Shamt = 6'b000111;		#5000;
		Shamt = 6'b111111;		#5000;
	end
endmodule
`timescale 1ps/1ps
module mux2_1(out, i0, i1, sel);
	output logic out;
	input logic i0, i1, sel;
	logic andOut1, andOut2, selNot;
	not #50 NOT (selNot, sel);
	and #50 AND1 (andOut1, i1, sel);
	and #50 AND2 (andOut2, i0, selNot);
	or #50 OR (out, andOut1, andOut2);
endmodule
module mux2_1_testbench();
	logic i0, i1, sel;
	logic out;
	mux2_1 dut (.out, .i0, .i1, .sel);
	initial begin
		sel=0; i0=0; i1=0; #200;
		sel=0; i0=0; i1=1; #200;
		sel=0; i0=1; i1=0; #200;
		sel=0; i0=1; i1=1; #200;
		sel=1; i0=0; i1=0; #200;
		sel=1; i0=0; i1=1; #200;
		sel=1; i0=1; i1=0; #200;
		sel=1; i0=1; i1=1; #200;
	end
endmodule
File: constraint.sdc
current_design LSR_64

set clk_period 4.6
set clk_io_pct 0.2

create_clock -name clk0 -period $clk_period

set non_clock_inputs [all_inputs -no_clocks]
set_input_delay [expr $clk_period * $clk_io_pct] -clock clk0 $non_clock_inputs
set_output_delay [expr $clk_period * $clk_io_pct] -clock clk0 [all_outputs]
File: run.sh
#!/bin/bash
# OpenROAD 26Q1-2900-gdf79404cd8, Yosys 0.63+post, stock flow scripts
make -C /OpenROAD-flow-scripts/flow DESIGN_CONFIG=/design/flow/config.mk WORK_HOME=/design/flow/orfs finish
==> impl_metrics.toml <==
# physical design summary
[finish]
lay_top_cells = "clkdlybuf4s50_1 (127), mux4_2 (60), nand2_1 (59)"
seqCellArea_um2 = 0
area_delta_synth_final_pct = 27.0
final_layout_size_suffix_gt1_frac = 0.251
layout_top_cell = "clkdlybuf4s50_1"
seq_cells = 0
clkbuf_count = 0

[outcome]
status = "finished clean"

[detailed_routing]
wl_per_cell_um = 22.8
avgViaCountPerCell = 6.14
antenna-diode-count = 0
drc = 0
wl_um = 18500
drt-initial-drc-count = 272
vias = 4977
dr.pass1.iters = 5
drtAntennaViolNets = 0

[run]
warnings = 32
cap_violations = 0

[sta]
period_used_share = 0.975
setup-violations-final = 0
whs_ns = 2.81
setup_tns_ns = 0
fmax_mhz = 223
tightest_slew_ns = 0.656
rsz0062_at_grt = "no"
hold_violations = 0
max-slew-margin-rel = 0.558
slew_violations = 0
fin_crit_ns = 4.49

[die]
rows = 45
die_h_um = 127
die_w_um = 127
coreArea_mm2 = 0.0152
fp_util = 0.307
io_pins = 134
chipArea_mm2 = 0.0161

[logic_synthesis]
ys_seq_frac = 0
avgSynthCellArea_um2 = 8.32
synth_cells = 561
ys_warn_count = 1
syn-cell-area_mm2 = 0.00467
ys_area_mm2 = 0.00467
post_synth_num_cell_types = 55
ys_cells = 561

[pwr]
p_sw_w = 0.000374
power_density_mw_per_mm2 = 133
clock_power_share = 0
pwr-share-comb = 1.000
p_int_w = 0.000411
p_leak_nw = 2.23
peakVddDrop_mv = 0.0566
pwr-share-seq = 0
switching_share = 0.476

[placement]
port_buffers = 134
dpl.hpwl_um = 15300
gp_congestion = 0.961

[worst_setup_path]
cp-end-kind = "output pin"
critPathMaxFanout = 16
critPathKind = "input pin to output pin"
startpoint = "Shamt[1]"
cp-start-kind = "input pin"
cp.arrival_ns = 3.57
worstPathRequired_ns = 3.68

[global_route]
grtUsageTotal = 0.234
grt_max_degree = 38
first_global_vias = 4774
grt_pass1_wl_um = 27900
grt_remaining_overflow = 0
antenna_found_initial = 0

[cts]
ctsHoldBuffers = 0

[worst_hold_path]
hold_class = "input pin to output pin"
hp-start = "Shamt[3]"
metrics by stage:
step	cell area, um^2	power [W]	utilization	worst slack, ns	cells
finish	5930	0.000785	0.390	0.115	810
global route	5930	0.000840	0.390	0.0326	810
CTS	5900	0.000777	0.388	0.00661	808
detailed placement	5900	0.000774	0.388	0.00661	808
global placement	5900	0.000776	0.388	0.0137	808
floorplan	4670	0.000482	-	0.859	561
routing by layer:
| metal | wire (um) | global-route usage | part of all wire |
|---|---|---|---|
| met2 | 8040 | 0.351 | 0.44 |
| met1 | 8400 | 0.349 | 0.45 |
| met4 | 384 | 0.0455 | 0.021 |
| met5 | 0 | 0 | 0 |
| met3 | 1660 | 0.0563 | 0.090 |
power by group through the flow:
stage / Clock, W / Combinational (W) / Sequential (W)
after CTS: 0 / 0.000777 / 0
after global routing: 0 / 0.000840 / 0
final: 0 / 0.000785 / 0
cells by family after synthesis:
kind of cell    Yosys count  synth area share
buf+inv                 126             0.164
compound gates          131             0.203
mux                     142             0.477
simple gates            162             0.156
worst max-delay path, stage by stage:
cell             delay [ns]
buf_4                  0.26
buf_4                  0.32
mux4_2                 0.58
mux2i_1                0.30
mux2_2                 0.27
mux2i_1                0.15
a221o_1                0.33
clkdlybuf4s50_1        0.41
Yosys cell counts (8+ instances only):
cell type / number / area, um^2
clkbuf_1: 29 / 109
inv_1: 8 / 30.0
a21oi_1: 16 / 80.1
mux2_2: 44 / 495
o21ai_0: 20 / 100
mux4_2: 60 / 1350
mux2i_1: 38 / 380
nand3_1: 16 / 80.1
nand2_1: 59 / 221
a22oi_1: 9 / 67.6
o211ai_1: 15 / 113
nor2_1: 47 / 176
buf_1: 9 / 33.8
buf_4: 68 / 510
cell type report:
type / count / area, um^2
well taps: 188 / 235
inverters: 9 / 33.8
repair buffers: 178 / 1760
fillers: 1527 / 9280
multi-input cells: 435 / 3900
worst paths after layout:
path	to	slack, ns	cells past startpoint
setup / recovery	out[0]	0.11	8
hold / removal	out[54]	2.81	4
timing repair:
action,4_1_cts,5_1_grt
setup endpoints to repair,0,1
resized,0,4
buffers inserted,0,2
endpoints found under the hold margin,0,0
Power figures rest on the tool's default switching activity, not on a simulated workload.

--- /design/flow/run.sh ---
#!/bin/bash
# OpenROAD 26Q1-2900-gdf79404cd8, Yosys 0.63+post, stock flow scripts
make -C /OpenROAD-flow-scripts/flow DESIGN_CONFIG=/design/flow/config.mk WORK_HOME=/design/flow/orfs finish
--- /design/flow/config.mk ---
export PLATFORM = sky130hd
export DESIGN_NAME = mux2_1X
export DESIGN_NICKNAME = mux2_1X
export VERILOG_FILES = /design/flow/design.v
export SDC_FILE = /design/flow/constraint.sdc
export NUM_CORES = 4
export LEC_CHECK = 1
export CORE_AREA = 10 10 83 83
export DIE_AREA = 0 0 93 93
--- /design/flow/constraint.sdc ---
current_design mux2_1X

set clk_period 1.0
set clk_io_pct 0.2

create_clock -name clk0 -period $clk_period

set non_clock_inputs [all_inputs -no_clocks]
set_input_delay [expr $clk_period * $clk_io_pct] -clock clk0 $non_clock_inputs
set_output_delay [expr $clk_period * $clk_io_pct] -clock clk0 [all_outputs]
--- /design/flow/design.v ---
`timescale 1ps/1ps
module mux2_1(out, i0, i1, sel);
	output logic out;
	input logic i0, i1, sel;
	logic andOut1, andOut2, selNot;
	not #50 NOT (selNot, sel);
	and #50 AND1 (andOut1, i1, sel);
	and #50 AND2 (andOut2, i0, selNot);
	or #50 OR (out, andOut1, andOut2);
endmodule
module mux2_1_testbench();
	logic i0, i1, sel;
	logic out;
	mux2_1 dut (.out, .i0, .i1, .sel);
	initial begin
		sel=0; i0=0; i1=0; #200;
		sel=0; i0=0; i1=1; #200;
		sel=0; i0=1; i1=0; #200;
		sel=0; i0=1; i1=1; #200;
		sel=1; i0=0; i1=0; #200;
		sel=1; i0=0; i1=1; #200;
		sel=1; i0=1; i1=0; #200;
		sel=1; i0=1; i1=1; #200;
	end
endmodule
`timescale 1ps/1ps
module mux2_1X #(parameter WIDTH=64) (out, i0, i1, sel);
	input logic [WIDTH-1:0] i0, i1;	
	input logic sel;
	output logic [WIDTH-1:0] out;
	genvar y;	
	generate
		for (y=0; y<WIDTH; y++) begin : eachMux
			mux2_1 MUX (.out(out[y]), .i0(i0[y]), .i1(i1[y]), .sel);
		end
	endgenerate
endmodule
module mux2_1X_testbench();
	parameter WIDTH = 64;
	logic [WIDTH:0] i0, i1, out;
	logic sel;
	mux2_1X #(.WIDTH(64)) dut (.out, .i0, .i1, .sel);
	initial begin
		i0 = 64'd4; i1 = 64'd64;
		sel = 1'b0;							#200;
		sel = 1'b1;							#200;
	end
endmodule
==> results.sh <==
# yosys + openroad results
export IMPL_outcome="finished, violations left"
export IMPL_violations="negative setup slack"
export IMPL_grt_overflow=0
export IMPL_vias_per_cell=4.08
export IMPL_path_class="in2out"
export IMPL_ys_seq_frac=0
export IMPL_crit_arrival_ns=0.98
export IMPL_place_detailed_hpwl_um=5870
export IMPL_worstSetupStartpointType="primary input"
export IMPL_io_pins=193
export IMPL_drive_gt1_frac=0.526
export IMPL_tightest_slew_ns=0.120
export IMPL_p_clk_frac=0
export IMPL_worst_setup_path_end_kind="output port"
export IMPL_synth_cell_area_sq_mm=0.00156
export IMPL_gp_congestion=0.829
export IMPL_crit_fanout=5
export IMPL_fp_util=0.303
export IMPL_holdPathStages=3
export IMPL_max_slew_margin=0.920
export IMPL_flop_count=0
export IMPL_hold_viol=0
export IMPL_crit_required_ns=0.80
export IMPL_synth_cells=135
export IMPL_irDropWorstVdd_mv=0.191
export IMPL_fin_crit_sh=1.18
export IMPL_drv_slew=0
export IMPL_regArea_sq_um=0
export IMPL_intPower_w=0.000953
export IMPL_die_width_um=93
export IMPL_swShare=0.227
export IMPL_avgSynthCellArea_sq_um=11.5
export IMPL_dieArea_sq_mm=0.00865
export IMPL_rsz0062_at_grt="yes"
export IMPL_antenna_found_initial=0
export IMPL_n_antenna_cell=0
export IMPL_design_area_sq_mm=0.00307
export IMPL_first_pass_iters=2
export IMPL_vias=1387
export IMPL_clock_fmax_mhz=845
export IMPL_die_y_um=93
export IMPL_min_period_ns=1.18
export IMPL_port_buffers=193
export IMPL_hold_buffers=0
export IMPL_top_cell_area_share=0.578
export IMPL_area_leaders="mux2_4, buf_4, buf_12, mux2_2, buf_6"
export IMPL_power_density_mw_per_mm2=401
export IMPL_ant_nets=0
export IMPL_grt_first_pass_wirelength_um=9470
export IMPL_yosys_stat_area_sq_mm=0.00156
export IMPL_seq_power_share=0
export IMPL_tool_warnings=36
export IMPL_maxCapViolCount=0
export IMPL_wl_per_cell_um=19.1
export IMPL_clockBufferCount=0
export IMPL_wl_um=6490
export IMPL_switching_power_w=0.000280
export IMPL_hold_class="in2out"
export IMPL_n_fill_cell=478
export IMPL_timing_critical_path_mode_cell="buf_16"
export IMPL_worstPathCellList="buf_16 -> buf_16 -> buf_12 -> mux2_4 -> buf_2"
export IMPL_grt_max_degree=16
export IMPL_fin_ws_ns=-0.183
export IMPL_detail_route_drc_violations=0
export IMPL_ys_types=5
export IMPL_syn2layout_area_growth_pct=97.2
export IMPL_grt_use_total=0.138
export IMPL_first_iter_violations=9
export IMPL_p_leak_nw=1.69
export IMPL_synth_stat_cells=135
export IMPL_slowest_stage="mux2_4"
export IMPL_setup_viol=64
export IMPL_pre_cts_slack_ns=-0.535
export IMPL_critical_path_max_stage_delay_ns=0.28
export IMPL_yosys_warnings=0
export IMPL_place_area_sq_mm=0.00307
export IMPL_pwr_share_comb=1.000
export IMPL_synth_largest_area_cell="mux2_4"
export IMPL_rows=26
export IMPL_grt_pass1_vias=1552
export IMPL_coreArea_sq_mm=0.00514
-- timing repair --
item / CTS / global route
setup buffers: 3 / 0
gates cloned: 3 / 0
resized: 379 / 9
setup endpoints to repair: 64 / 64
-- power groups by stage --
stage | sequential (W) | combinational [W] | clock (W)
5_1_grt | 0 | 0.00133 | 0
6_report | 0 | 0.00123 | 0
4_1_cts | 0 | 0.00124 | 0
-- critical path, delay by kind of cell --
family   cells  cell delay (ns)
mux          1             0.28
buf+inv      4             0.49
-- cell type report --
type | instances | area, sq um | area share
well taps | 70 | 87.6 | 0.0285
repair buffers | 206 | 2020 | 0.659
multi-input cells | 64 | 961 | 0.313
-- worst paths after layout --
kind / start / end / slack (ns)
max: sel / out[26] / -0.18
min: i0[62] / out[62] / 0.71
-- through the flow --
stage,hold slack (ns),power [W],cells,TNS [ns],utilization
5_1_grt,0.723,0.00133,340,-6.86,0.598
6_report,0.705,0.00123,340,-5.67,0.598
3_3_place_gp,1.34,0.00134,334,-32.13,0.596
2_1_floorplan,0.590,0.000816,135,-4.24,-
3_5_place_dp,1.34,0.00134,334,-32.31,0.596
4_1_cts,0.799,0.00124,340,-6.01,0.589
-- cells in the final DEF (no fill, tap or decap), drive strengths merged --
master	count
mux2	64
buf	78
clkdlybuf4s50	6
dlymetal6s2s	3
dlygate4sd2	119
-- layer usage --
metal,vias up,part of all wire,GRT usage
met1,596,0.33,0.141
met5,-,0,0
li1,670,-,-
met4,0,0,0
met2,121,0.48,0.241
met3,0,0.19,0.0969
-- cells in the mapped netlist (all sizes together) --
library cell,number
buf,71
mux2,64
-- kinds of logic (layout without fill, tap and decap cells) --
kind of cell | after synthesis | count (layout) | synth area share
buf+inv | 71 | 206 | 0.393
mux | 64 | 64 | 0.607
Power is estimated from default activity; no workload was simulated.

### ./config.mk
export PLATFORM = sky130hd
export DESIGN_NAME = alu
export DESIGN_NICKNAME = alu
export VERILOG_FILES = /design/flow/design.v
export SDC_FILE = /design/flow/constraint.sdc
export NUM_CORES = 4
export LEC_CHECK = 1
export CORE_UTILIZATION = 30
### ./constraint.sdc
current_design alu

set clk_period 21.1
set clk_io_pct 0.2

create_clock -name clk0 -period $clk_period

set non_clock_inputs [all_inputs -no_clocks]
set_input_delay [expr $clk_period * $clk_io_pct] -clock clk0 $non_clock_inputs
set_output_delay [expr $clk_period * $clk_io_pct] -clock clk0 [all_outputs]
### ./design.v
`timescale 1ps/1ps
module ALU_slice(A, B, Cin, sel, Cout, R);
	input logic A, B, Cin;
	input logic [2:0] sel;
	output logic Cout, R;
	wire adderOut, andOut, xorOut, orOut, Bout, Bnot;
	not #50 NOT (Bnot, B);
	mux2_1 MUX2_1 (.out(Bout), .i0(B), .i1(Bnot), .sel(sel[0]));  
	fullAdder fullAdd (.A, .B(Bout), .Cin, .Cout, .S(adderOut));
	and #50 AND (andOut, A, B);
	or #50 OR (orOut, A, B);
	xor #50 XOR (xorOut, A, B);
	mux8_1 MUX8_1 (.out(R), .i({1'b0, xorOut, orOut, andOut, adderOut, adderOut, 1'b0, B}), .sel);
endmodule
module ALU_slice_testbench();
	logic A, B, Cin;
	logic [2:0] sel;
	logic Cout, R;
	ALU_slice dut (.A, .B, .Cin, .sel, .Cout, .R);
	integer i;
	initial begin
		for (i=0; i<64; i++) begin
			{sel, A, B, Cin} = i;		#700;
		end
	end
endmodule
`timescale 1ps/1ps
module alu (A, B, cntrl, result, negative, zero, overflow, carry_out);
	input logic [63:0] A, B;
	input logic [2:0] cntrl;
	output logic negative, zero, overflow, carry_out;
	output logic [63:0] result;
	wire [63:0] Cio;
	ALU_slice ALU0 (.A(A[0]), .B(B[0]), .Cin(cntrl[0]), .sel(cntrl), .Cout(Cio[0]), .R(result[0]));
	genvar i;
	generate
		for (i=1; i<64; i++) begin : eachALU
			ALU_slice ALU (.A(A[i]), .B(B[i]), .Cin(Cio[i-1]), .sel(cntrl), .Cout(Cio[i]), .R(result[i]));
		end
	endgenerate
	assign negative = result[63];
	xor #50 XOR (overflow, Cio[63], Cio[62]);
	assign carry_out = Cio[63];
	nor64 NOR (.in(result), .out(zero));
endmodule
`timescale 1ps/1ps
module fullAdder(A, B, Cin, Cout, S);
	input logic A, B, Cin;
	output logic Cout, S;
	wire and1, and2, and3;
	xor #50 XOR (S, A, B, Cin);
	and #50 AND1 (and1, A, Cin);
	and #50 AND2 (and2, A, B);
	and #50 AND3 (and3, B, Cin);
	or #50 OR (Cout, and1, and2, and3);
endmodule
module fullAdder_testbench();
	logic A, B, Cin, Cout, S;
	fullAdder dut (.A, .B, .Cin, .Cout, .S);
	integer i;
	initial begin
		for (i=0; i<8; i++) begin
			{A, B, Cin} = i;		#150;
		end
	end
endmodule
`timescale 1ps/1ps
module mux2_1(out, i0, i1, sel);
	output logic out;
	input logic i0, i1, sel;
	logic andOut1, andOut2, selNot;
	not #50 NOT (selNot, sel);
	and #50 AND1 (andOut1, i1, sel);
	and #50 AND2 (andOut2, i0, selNot);
	or #50 OR (out, andOut1, andOut2);
endmodule
module mux2_1_testbench();
	logic i0, i1, sel;
	logic out;
	mux2_1 dut (.out, .i0, .i1, .sel);
	initial begin
		sel=0; i0=0; i1=0; #200;
		sel=0; i0=0; i1=1; #200;
		sel=0; i0=1; i1=0; #200;
		sel=0; i0=1; i1=1; #200;
		sel=1; i0=0; i1=0; #200;
		sel=1; i0=0; i1=1; #200;
		sel=1; i0=1; i1=0; #200;
		sel=1; i0=1; i1=1; #200;
	end
endmodule
`timescale 1ps/1ps
module mux4_1(out, i, sel);
	input logic [1:0] sel;
	input logic [3:0] i;
	output logic out;
	logic w0, w1;
	mux2_1 m0 (.out(w0), .i0(i[0]), .i1(i[1]), .sel(sel[0]));
	mux2_1 m1 (.out(w1), .i0(i[2]), .i1(i[3]), .sel(sel[0]));
	mux2_1 m2 (.out, .i0(w0), .i1(w1), .sel(sel[1]));
endmodule
module mux4_1_testbench();
	logic [3:0] i;
	logic [1:0] sel;
	logic out;
	mux4_1 dut (.out, .i, .sel);
	integer k;
	initial begin
		for (k=0; k<64; k++) begin
			{sel, i} = k; #350;
		end
							  #350;
	end
endmodule
`timescale 1ps/1ps
module mux8_1(out, i, sel);
	input logic [7:0] i;
	input logic [2:0] sel;
	output logic out;
	logic w0, w1;
	mux4_1 m0 (.out(w0), .i(i[3:0]), .sel(sel[1:0]));
	mux4_1 m1 (.out(w1), .i(i[7:4]), .sel(sel[1:0]));
	mux2_1 m2 (.out, .i0(w0), .i1(w1), .sel(sel[2]));
endmodule
module mux8_1_testbench();
	logic [7:0] i;
	logic [2:0] sel;
	logic out;
	mux8_1 dut (.out, .i, .sel);
	integer k;
	initial begin
		for (k=0; k<2048; k++) begin
			{sel, i} = k; #500;
		end
							  #500;
	end
endmodule
`timescale 1ps/1ps
module nor16(in, out);
	input logic [15:0] in;
	output logic out;
	wire wire1, wire2, wire3, wire4;
	nor #50 NOR1 (wire1, in[3], in[2], in[1], in[0]);
	nor #50 NOR2 (wire2, in[7], in[6], in[5], in[4]);
	nor #50 NOR3 (wire3, in[11], in[10], in[9], in[8]);
	nor #50 NOR4 (wire4, in[15], in[14], in[13], in[12]);
	and #50 AND (out, wire1, wire2, wire3, wire4);
endmodule
module nor16_testbench();
	logic [15:0] in;
	logic out;
	nor16 dut (.in, .out);
	initial begin
		in = 16'b0;							#150;
		in = 16'b1;							#150;
		in = 16'b0101010101010101;		#150;
		in = 16'b0111011100010011;		#150;
	end
endmodule
`timescale 1ps/1ps
module nor64(in, out);
	input logic [63:0] in;
	output logic out;
	wire wire1, wire2, wire3, wire4;
	nor16 NOR1 (.in(in[15:0]), .out(wire1));
	nor16 NOR2 (.in(in[31:16]), .out(wire2));
	nor16 NOR3 (.in(in[47:32]), .out(wire3));
	nor16 NOR4 (.in(in[63:48]), .out(wire4));
	and #50 AND (out, wire1, wire2, wire3, wire4);
endmodule
module nor64_testbench();
	logic [63:0] in;
	logic out;
	nor64 dut (.in, .out);
	initial begin
		in = 64'b0;													#200;
		in = 64'b1;													#200;
		in = 64'b01010101010101010101010101010101;		#200;
		in = 64'b01110111000100110111011100010011;		#200;
	end
endmodule
### ./run.sh
#!/bin/bash
# OpenROAD 26Q1-2900-gdf79404cd8, Yosys 0.63+post, stock flow scripts
make -C /OpenROAD-flow-scripts/flow DESIGN_CONFIG=/design/flow/config.mk WORK_HOME=/design/flow/orfs finish
==> impl_table.tex <==
% Table of physical implementation metrics
\begin{tabular}{lr}
\hline
Metric & Value \\
\hline
\multicolumn{2}{l}{\textbf{Logic synthesis}} \\
Average instance area after synthesis & 8.39 µm² \\
Synth Warn \# & 0 \\
Yosys chip area & $\sim$0.0079 mm² \\
Distinct lib cells & 33 \\
Post-synthesis cell area & 0.00792 mm² \\
Sequential fraction of the synthesis area & 0\% \\
Synth Instances & about 940 \\
Post-synthesis cell count from yosys & $\sim$940 \\
\multicolumn{2}{l}{\textbf{Run status}} \\
Violations in the final reports & setup timing \\
Outcome & complete, but fails checks \\
\multicolumn{2}{l}{\textbf{Min path}} \\
Hold Path Class & in2out \\
\multicolumn{2}{l}{\textbf{Die}} \\
Floorplan core density & 30.5\% \\
Std-Cell Rows & 59 \\
Die Ht & about 160 µm \\
Area of the die & 0.0271 mm² \\
Die width & approximately 160 µm \\
Area of the core & 0.0260 mm² \\
Top-level I/O count & approximately 200 \\
\multicolumn{2}{l}{\textbf{Timing}} \\
Final setup viols & 30 \\
Number of pins exceeding their max-slew limit in the final report & 0 \\
Worst slew pin tran & between 700 and 800 ps \\
Maximum clock rate & 0.0348 GHz \\
RSZ-0062 raised after global routing & true \\
Final worst-path cycle share & 136\% \\
Slew Limit Headroom & 50.4\% \\
Final worst-path setup slack & -7630 ps \\
Hold Vio Cnt, Final & 0 \\
Post-Route Hold Slack & 9240 ps \\
Total negative slack & -123910 ps \\
Fin crit period & between 20000 and 30000 ps \\
\multicolumn{2}{l}{\textbf{Setup path}} \\
Largest fanout on the critical path & 4 \\
Max stage delay cell, worst path & fa\_2 \\
Crit path depth & between 100 and 150 \\
Source of the critical timing path & cntrl[0] \\
Type of element capturing the critical path & output pin \\
Worst setup path endpoint & zero \\
Arrival time at the worst endpoint & around 25000 ps \\
Startpoint type of the worst setup path & primary input \\
CP most frequent cell & fa\_2 \\
Critical path type & in2out \\
Family with the most delay on the worst path & adder cells \\
Bufs and invs on worst path & 36 \\
Delay of the slowest critical-path stage & approximately 400 ps \\
Worst Path Required & between 15000 and 20000 ps \\
\multicolumn{2}{l}{\textbf{Route}} \\
Pre-antenna DRT Iters & 6 \\
Via/cell ratio & $\sim$4.7 \\
Total routed wirelength & around 24 mm \\
Total inserted antenna cells & 0 \\
Drt drc & 0 \\
Average wire per standard cell & $\sim$17 µm \\
Number of nets still failing antenna checks after routing & 0 \\
Total number of vias & 6777 \\
Initial DRC count & approximately 350 \\
\multicolumn{2}{l}{\textbf{Place}} \\
Cell count after placement & approximately 1400 \\
Placer's final routability congestion estimate & about 0.86 \\
Post-detailed-placement half-perimeter wirelength & 19.6 mm \\
Port-buffer cells & between 150 and 200 \\
\multicolumn{2}{l}{\textbf{Layout}} \\
Top Layout Cells & ha\_1, clkdlybuf4s50\_1, inv\_1, mux2i\_1, buf\_4 \\
Final cell count without fillers & roughly 1400 \\
Tally of clock buffers in the finished layout & 0 \\
Most common library cell in the layout ignoring fill and taps & ha\_1 \\
Proportion of layout cells with a drive suffix above 1 & between 20\% and 30\% \\
Flip-flops & 0 \\
Register area & 0 µm² \\
Util after Layout & between 40\% and 50\% \\
Area delta synth->final & 31.3\% \\
\multicolumn{2}{l}{\textbf{Pwr}} \\
Cell leakage power & 5.30 nW \\
Maximum VDD drop & 0.0100 mV \\
Areal power density over the cells & approximately 26 mW/mm² \\
\multicolumn{2}{l}{\textbf{CTS}} \\
Number of buffers added to fix hold violations after cts & 0 \\
\multicolumn{2}{l}{\textbf{Global routing}} \\
Pin count of the biggest net entering global routing & between 60 and 70 \\
Global-route wire length before repair & 36.4 mm \\
Total congestion overflow after global routing & 0 \\
Total routing resource utilization after global routing & a little under a fifth \\
Initial antenna violation count & 0 \\
Vias in the first global route & between 6000 and 7000 \\
\multicolumn{2}{l}{\textbf{Run}} \\
Total of max-cap violations & 0 \\
Number of logged tool warnings & 99 \\
\hline
\end{tabular}
-- per-layer routing --
| layer | share of wire (%) | global-route usage (%) | vias to the layer above |
|---|---|---|---|
| met3 | 5.7 | 2.02 | 8 |
| met1 | 45 | 25.9 | 3174 |
| li1 | - | - | 3423 |
| met5 | 0 | 0 | - |
| met2 | 48 | 30.4 | 172 |
| met4 | 1.1 | 2.00 | 0 |
-- cells by family after synthesis --
group | count (synthesis) | share of synthesized area [%]
buffers and inverters | 311 | 19.2
adder cells (fa/ha/maj) | 254 | 46.1
AND/OR/NAND/NOR | 143 | 9.58
AND-OR/OR-AND | 142 | 13.3
multiplexers | 93 | 11.8
XOR/XNOR | 1 | 0.111
-- Yosys cell counts, types with 22 or more instances --
library cell,count,share of area [%]
buf_4,71,6.7
nor2_1,22,1.0
inv_1,199,9.4
ha_1,191,30
nand2b_1,27,2.1
o21ai_0,27,1.7
o221ai_1,40,4.4
nand2_1,27,1.3
buf_2,26,1.6
mux2i_1,91,11
fa_1,63,16
and2_1,24,1.9
-- final cells by class --
cell class | count | area [µm²]
fill | 2553 | 15600
multi-input combinational | 633 | 6670
timing repair buffer | 282 | 2560
inverter | 199 | 754
tap | 335 | 419
-- power by group --
group	switching, W	internal (W)
sequential	0	0
combinational	0.000127	0.000146
clock	0	0
total	0.000127	0.000146
-- per-stage QoR --
stage | area, µm² | worst slack (ps) | power [W]
floorplan | 8110 | -7290 | 0.000163
global placement | 10300 | -9130 | 0.000267
detailed placement | 10300 | -9310 | 0.000270
CTS | 10400 | -7700 | 0.000275
global route | 10400 | -8490 | 0.000309
finish | 10400 | -7630 | 0.000273
-- worst min-delay path by stage --
stage | startpoint | endpoint | slack, ps | cells past startpoint
4_1_cts | cntrl[0] | result[41] | 9250 | 7
5_1_grt | cntrl[0] | result[41] | 9310 | 7
6_report | cntrl[2] | result[47] | 9240 | 5
-- timing repair --
item,CTS,global route
endpoints found under the setup margin,34,32
setup buffers,8,1
gates resized,96,15
pin swaps,46,12
Power and IR drop assume default switching activity.
